==> design/flow/design.v <==
package config_pkg;
endpackage
module pipeline
 #(parameter [31:0] width_p = 8
  )
  (input [0:0] clk_i
  ,input [0:0] reset_i
  ,input [width_p - 1:0] data_i
  ,input [0:0] valid_i
  ,output [0:0] ready_o
  ,output [0:0] valid_o
  ,output [width_p - 1:0] data_o
  ,input [0:0] ready_i
  );
	logic [0:0] ready_l,valid_l;
	logic [width_p-1:0] data_l;
    always_ff @(posedge clk_i) begin
        if(reset_i) begin
            data_l <= '0;
        end else if(ready_o & valid_i) begin
            data_l <= data_i;
        end
    end
    always_ff @(posedge clk_i) begin
        if(reset_i) begin
            valid_l <= '0;
        end else if (ready_o) begin
            valid_l <= ready_o & valid_i;
        end
    end
	assign data_o = data_l;
	assign valid_o = valid_l;
	assign ready_o = ready_i | ~valid_o;
endmodule
==> design/flow/run.sh <==
#!/bin/bash
# OpenROAD 26Q1-2900-gdf79404cd8, Yosys 0.63+post, stock flow scripts
make -C /OpenROAD-flow-scripts/flow DESIGN_CONFIG=/design/flow/config.mk WORK_HOME=/design/flow/orfs finish
==> design/flow/config.mk <==
export PLATFORM = sky130hd
export DESIGN_NAME = pipeline
export DESIGN_NICKNAME = pipeline
export VERILOG_FILES = /design/flow/design.v
export SDC_FILE = /design/flow/constraint.sdc
export NUM_CORES = 4
export LEC_CHECK = 1
export CORE_AREA = 10 10 70 70
export DIE_AREA = 0 0 80 80
==> design/flow/constraint.sdc <==
current_design pipeline

set clk_period 2.1
set clk_io_pct 0.2

create_clock -name clk0 -period $clk_period [get_ports {clk_i}]

set non_clock_inputs [all_inputs -no_clocks]
set_input_delay [expr $clk_period * $clk_io_pct] -clock clk0 $non_clock_inputs
set_output_delay [expr $clk_period * $clk_io_pct] -clock clk0 [all_outputs]
==> flow_metrics.py <==
# Auto-generated metrics
metrics = {
    "status": {
        "status": "finished clean",
    },
    "setup_path": {
        "arrival_ns": 1.46,
        "crit_path_end_kind": "primary output",
        "criticalPathCategory": "in2out",
        "cp.required_ns": 1.68,
        "reg2reg_depth": 4,
        "cp_max_fo": 2,
        "r2r_end": "data_l[0]",
        "critPathLaunchType": "primary input",
        "rr_startpoint": "valid_l",
        "regToRegSetupSlack_ns": 1.04,
    },
    "yosys": {
        "top_area_share_pct": 40.8,
        "syn_area_sq_um": 442,
        "top_cell": "dfxtp_1",
        "ff_type": "dfxtp_1",
        "async_flop_share_pct": 0,
        "synth_cell_types": 9,
        "edf_count": 0,
        "ys_warn_count": 1,
        "ys_cells": 41,
        "ys_chip_area_sq_um": 442,
        "syn_avg_cell_area_sq_um": 10.8,
        "syn_inst": 41,
        "netlist_top_cells_count": "dfxtp_1 (9), a21bo_1 (8), a21oi_2 (8), nand3_1 (8), buf_6 (4)",
        "ys_seq_share_pct": 40.8,
        "top_cells_by_area": "dfxtp_1 (41%), a21bo_1 (18%), a21oi_2 (16%)",
        "ys_ff": 9,
        "synth_top_cell_by_area": "dfxtp_1",
    },
    "timing": {
        "max-slew-margin-rel_pct": 60.8,
        "grt_setup_unrepaired": "no",
        "slew_viol_final": 0,
        "finalSetupTns_ns": 0,
        "fin_hold_ws_ns": 0.579,
        "fmax_mhz": 533,
        "hold_viol": 0,
        "min_period_ns": 1.88,
        "period_used_pct": 89.3,
        "worstMarginPinSlew_ns": 0.586,
        "skew_ns": 0.000770,
        "setup_viol": 0,
    },
    "power_and_ir_drop": {
        "peakVddDrop_v": 0.000190,
        "power.density_nw_per_um2": 537,
        "power_mw": 0.373,
        "leakage_nw": 0.242,
    },
    "die": {
        "fp.dieH_microns": 80,
        "die_w_microns": 80,
        "num_io_pins": 22,
        "core_area_sq_um": 3420,
        "core_util_floorplan_pct": 12.9,
        "die_area_sq_um": 6400,
        "rows": 21,
    },
    "placement": {
        "dpl-instance-area_sq_um": 668,
        "io_buffers": 21,
        "routabilityCongestion": 0.674,
    },
    "finish": {
        "final-seq-area_sq_um": 180,
        "fillCellCount": 385,
        "area_delta_synth_final_pct": 57.2,
        "mi_logic_area_sq_um": 209,
        "design_area_sq_um": 694,
        "drive_gt1_share_pct": 21.0,
        "fin_util_pct": 20.3,
    },
    "drt": {
        "route.antenna.diode_count": 0,
        "finalWirelength_microns": 1230,
        "drt_iter0_drc": 18,
        "via_per_inst": 3.40,
        "wl_per_cell_microns": 11.4,
        "dr_total_vias": 367,
        "first_pass_iters": 2,
        "drcViolationCount": 0,
        "ant_nets": 0,
    },
    "clock_network": {
        "numClockSinks": 9,
        "clock-root-buffer": "clkbuf_4",
        "clock_path_buffers": 2,
        "hold_buffers": 0,
        "htreeDepth": 1,
        "insertion_delay_ns": 0.23,
        "clkTransAtPathRegs_ns": 0.05,
        "numCtsBuffers": 3,
        "postCtsSetupBuffers": 0,
        "cts_resized": 0,
        "cts_tree": "built",
    },
    "grt": {
        "antenna_found_initial": 0,
        "track_usage_pct": 3.77,
        "grt_first_pass_wirelength_microns": 1820,
        "met1_usage_pct": 5.17,
        "overflow": 0,
        "use_met2_pct": 5.22,
        "busiest_layer": "met2",
        "grt_pass1_vias": 367,
        "grt_max_degree": 18,
        "grt_use_met3_pct": 2.27,
    },
    "min_path": {
        "whs_endpoint": "data_l[3]",
        "hp-start": "data_l[3]",
        "whs_path_depth": 2,
        "hold_class": "reg2reg",
    },
    "run": {
        "drv_cap": 0,
        "tool_warnings": 45,
    },
}
worst max-delay path, stage by stage:
cell and delay [ns]:
clkdlybuf4s50_1 0.46, nand2b_4 0.11, clkdlybuf4s50_1 0.46
layout by cell type (no fill, tap or decap):
| cell type | synthesis | layout |
|---|---|---|
| dfxtp_1 | 9 | 9 |
| nand2b_4 | 1 | 1 |
| a21oi_2 | 8 | 8 |
| a21oi_1 | 1 | 1 |
| clkbuf_1 | 1 | 1 |
| clkbuf_4 | 0 | 3 |
| inv_1 | 1 | 1 |
| buf_4 | 0 | 1 |
| clkdlybuf4s50_1 | 0 | 21 |
| a21bo_1 | 8 | 8 |
| nand3_1 | 8 | 8 |
area by class of cell:
cell class	count	area share, %
clock buffer	4	3.78
inverter	1	0.541
multi-input combinational	26	30.1
sequential	9	25.9
tap	46	8.29
timing repair buffer	22	31.4
report_power, final:
group / switching, mW / internal [mW]
sequential: 0.00617 / 0.182
clock: 0.0363 / 0.0716
combinational: 0.0262 / 0.0511
kinds of logic (layout without fill, tap and decap cells):
kind of cell           Yosys count  count (layout)  synth area share, %
AND/OR/NAND/NOR                  9               9                 12.2
flip-flops                       9               9                 40.8
AND-OR/OR-AND                   17              17                 35.1
buffers and inverters            6              27                 11.9
worst max path at each step:
stage,startpoint,to
CTS,ready_i[0],ready_o[0]
global route,ready_i[0],ready_o[0]
finish,ready_i[0],ready_o[0]
stage by stage:
step	worst slack, ns	cells
3_3_place_gp	0.217	104
5_1_grt	0.184	108
4_1_cts	0.212	108
3_5_place_dp	0.224	104
6_report	0.224	108
2_1_floorplan	0.898	41
routing by layer:
| layer | share of wire [%] | wire, microns |
|---|---|---|
| met3 | 8.5 | 105 |
| met5 | 0 | 0 |
| met1 | 50 | 619 |
| met2 | 41 | 510 |
| met4 | 0 | 0 |
flip-flops by register name, summed over array words and instances, names as in the netlist:
register and flops:
valid_l 1, data_l 8
