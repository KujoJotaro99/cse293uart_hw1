==> design/flow/design.v <==
package config_pkg;
endpackage
module pipe_mult
  #(parameter width_p = 32)
   (
    input logic clk_i,
    input logic reset_i,
    input logic ready_i,
    input logic valid_i,
    output logic ready_o,
    input logic [width_p - 1 : 0] a_i,  
    input logic [width_p - 1 : 0] b_i,  
    output logic valid_o,
    output logic [width_p - 1 : 0] result_o  
   );
   logic [(2 * width_p):0] product_reg, product_reg_next, a_i_reg_shifted, b_i_reg_extended;
   logic [width_p:0] count, next_count;
   logic valid_o_reg;
   logic ready_o_reg;
   typedef enum logic [2:0] {
    IDLE,
    LOAD,
    DO,
    DONE
   } state_t;
   state_t current_state, next_state;
   always_ff @(posedge clk_i) begin
    if (reset_i) begin
        current_state <= IDLE;
        count <= 0;
        result_o <= 0;
        product_reg <= 0;
    end else begin
        current_state <= next_state;
        count <= next_count;
        product_reg <= product_reg_next;
        result_o <= product_reg_next[(2*width_p):1];
    end
   end
   always_ff @(posedge clk_i) begin
    if (reset_i) begin
        a_i_reg_shifted<=0;
        b_i_reg_extended<=0;
    end else begin
        a_i_reg_shifted <= {a_i, {(width_p + 1){1'b0}}};
        b_i_reg_extended <= {-a_i, {(width_p + 1){1'b0}}};
    end
   end
   always_comb begin
    next_state = current_state;
    next_count = count;
    product_reg_next = product_reg;
    ready_o_reg = 1'b0;
    valid_o_reg = 1'b0;
    case (current_state)
        IDLE: begin
            ready_o_reg = 1'b1;
            if (valid_i) begin
                next_state = LOAD;
            end
        end
        LOAD: begin
            product_reg_next = {{(width_p){1'b0}}, b_i, 1'b0};
            next_state = DO;
        end
        DO: begin
            if (count < width_p) begin
                case (product_reg[1:0])
                    2'b01 : product_reg_next = product_reg + a_i_reg_shifted;
                    2'b10 : product_reg_next = product_reg + b_i_reg_extended;
                    default: product_reg_next = product_reg;
                endcase
                product_reg_next = product_reg_next >>> 1;
                next_count = count + 1;
            end else begin
                next_state = DONE;
            end
        end
        DONE: begin
            ready_o_reg = 1'b1;
            valid_o_reg = 1'b1;
            if (ready_i) begin
                next_state = IDLE;
                next_count = 0;
            end
        end
        default: next_state = IDLE;
    endcase
   end
   assign ready_o = ready_o_reg;
   assign valid_o = valid_o_reg;
endmodule
==> design/flow/run.sh <==
#!/bin/bash
# OpenROAD 26Q1-2900-gdf79404cd8, Yosys 0.63+post, stock flow scripts
make -C /OpenROAD-flow-scripts/flow DESIGN_CONFIG=/design/flow/config.mk WORK_HOME=/design/flow/orfs finish
==> design/flow/config.mk <==
export PLATFORM = sky130hd
export DESIGN_NAME = pipe_mult
export DESIGN_NICKNAME = pipe_mult
export VERILOG_FILES = /design/flow/design.v
export SDC_FILE = /design/flow/constraint.sdc
export NUM_CORES = 4
export LEC_CHECK = 1
export CORE_UTILIZATION = 40
==> design/flow/constraint.sdc <==
current_design pipe_mult

set clk_period 18.7
set clk_io_pct 0.2

create_clock -name clk0 -period $clk_period [get_ports {clk_i}]

set non_clock_inputs [all_inputs -no_clocks]
set_input_delay [expr $clk_period * $clk_io_pct] -clock clk0 $non_clock_inputs
set_output_delay [expr $clk_period * $clk_io_pct] -clock clk0 [all_outputs]
==> results.py <==
# Metrics from the implementation run
metrics = {
    "yosys": {
        "ys_warn_count": 1,
        "adder_share_pct": 6.12,
        "mux_share_pct": 8.03,
        "ff_type": "dfxtp_1",
        "ys_cells": 980,
        "ys_area_sq_mm": 0.00871,
        "edf_count": 0,
        "syn_area_sq_mm": 0.00871,
        "ys_seq_elements": 164,
        "synthArstFlopShare_pct": 0,
        "syn_area_per_cell_sq_um": 8.89,
        "synthAoiAreaFrac_pct": 17.5,
        "synthTopLogicFamily": "simple AND/OR/NAND/NOR gates",
        "yosysSeqAreaShare_pct": 37.7,
        "yosysUniqueCellTypes": 70,
        "syn-instance-count": 980,
        "ys_sh_xor_pct": 5.43,
        "simple_gate_share_pct": 19.5,
    },
    "timing": {
        "fin_skew_ns": 0.00848,
        "setup_tns_ns": 0,
        "timing.final.crit_period_ns": 5.91,
        "hold_viol": 0,
        "finalSetupViolCount": 0,
        "final_max_slew_viol_count": 0,
        "fin_crit_sh_pct": 31.6,
        "tightestPinTransition_ns": 0.722,
        "relSlewSlack_pct": 51.7,
        "grt_setup_unrepaired": "no",
        "fmax_mhz": 169,
    },
    "finish": {
        "flop_area_sq_mm": 0.00328,
        "nFillCells": 1970,
        "instances_no_fill": 1312,
        "syn_to_final_growth_pct": 18.3,
        "utilization_pct": 48.7,
        "combGateArea_sq_mm": 0.00493,
        "largest_reg_flops": 64,
        "layout_top_cells": "dfxtp_1, nor2_1, clkdlybuf4s50_1",
        "mostFrequentLayoutCell": "dfxtp_1",
        "drive_gt1_share_pct": 9.26,
    },
    "floorplan": {
        "num_io_pins": 102,
        "die-area_sq_mm": 0.0224,
        "rows": 53,
        "chipWidth_um": 150,
        "fp_util_pct": 41.2,
        "die_y_um": 150,
        "design.core.area_sq_mm": 0.0212,
    },
    "routing": {
        "wl_per_cell_um": 14.5,
        "drtPass1Iterations": 4,
        "vias_per_cell": 5.20,
        "drc_errors": 0,
        "vias": 6817,
        "insertedDiodeCount": 0,
        "postRouteAntennaNets": 0,
        "drt_wl_total_mm": 19.1,
        "drt_iter0_drc": 298,
    },
    "global_routing": {
        "antenna_found_initial": 0,
        "overflow": 0,
        "grt_max_degree": 64,
        "grt_pass1_wl_mm": 31.3,
        "grtUsageTotal_pct": 17.6,
        "grt_pass1_vias": 6360,
    },
    "place": {
        "port_buffers": 101,
        "gp_congestion": 0.862,
        "hpwlAfterDp_mm": 13.5,
        "dp.cells": 1281,
    },
    "power": {
        "power.density_mw_per_mm2": 83.0,
        "p_leak_nw": 4.03,
        "ir_drop_mv": 0.0551,
    },
    "min_path": {
        "min_path_type": "reg2reg",
        "min_from": "current_state[0]$_DFF_P_",
    },
    "critical_path": {
        "endpoint_kind": "register",
        "critPathLaunch": "a_i[5]",
        "cp_cell_sequence": "clkdlybuf4s50_1 -> or4_4 -> nor3_4 -> nand4_1 -> nor2_1 -> nand3_1 -> nor3_1 -> xor2_1 -> nor2_1",
        "cp.required_ns": 19.00,
        "cpPeakStageDelay_ns": 0.60,
        "cpLargestDelayFamily": "simple AND/OR/NAND/NOR gates",
        "start_kind": "input pin",
        "worstSetupPathType": "in2reg",
        "slowest_stage": "or4_4",
        "reg2reg_from": "product_reg[1]$_SDFFE_PP0P_",
        "path_buffers": 1,
        "critical_path.max_fanout": 4,
        "cpMostUsedCell": "nor2_1",
        "crit_arrival_ns": 6.21,
    },
    "cts": {
        "htree_levels": 4,
        "clock_path_buffers": 2,
        "cts.sinks": 164,
        "cts_resized": 0,
        "insertion_delay_ns": 0.42,
        "cts_tree": "yes",
        "ctsHoldBuffers": 0,
        "cts_setup_buffers": 0,
        "cts_buffers": 17,
        "clock_tree.root_cell": "clkbuf_16",
        "clk_pin_slew_ns": 0.06,
    },
    "job": {
        "cap_violations": 0,
        "warnings": 32,
    },
    "run_status": {
        "outcome": "finished clean",
    },
}
[metrics by stage]
| stage | power, mW | instance area [sq um] | setup WS (ns) | hold WS, ns |
|---|---|---|---|---|
| global placement | 0.502 | 9680 | 12.39 | 0.455 |
| global route | 0.894 | 10300 | 12.59 | 0.498 |
| detailed placement | 0.503 | 9680 | 12.37 | 0.443 |
| floorplan | 0.461 | 8710 | 13.16 | 0.424 |
| CTS | 0.865 | 10300 | 12.80 | 0.462 |
| finish | 0.855 | 10300 | 12.79 | 0.458 |
[synthesized netlist by cell type, drive strengths merged, types with 8 or more instances]
master / count / area, sq um
a21o: 22 / 165
a21oi: 47 / 235
a22oi: 25 / 188
or3: 8 / 50.1
nor3: 25 / 151
mux2: 31 / 349
buf: 44 / 302
o22ai: 9 / 56.3
nand4: 10 / 62.6
clkbuf: 40 / 150
inv: 13 / 48.8
nor4: 13 / 115
ha: 41 / 513
nor2b: 39 / 244
nand3: 15 / 80.1
a211oi: 34 / 260
dfxtp: 164 / 3280
a31oi: 14 / 93.8
nand2: 44 / 165
nor2: 143 / 537
o21ai: 27 / 143
mux2i: 35 / 350
xor2: 30 / 263
and3: 11 / 68.8
xnor2: 24 / 210
[kinds of logic after synthesis]
| family | count (synthesis) |
|---|---|
| multiplexers | 66 |
| flip-flops | 164 |
| AND/OR/NAND/NOR | 336 |
| buffers and inverters | 97 |
| adder cells (fa/ha/maj) | 42 |
| XOR/XNOR | 54 |
| AND-OR/OR-AND | 221 |
[tightest hold or removal path: stages (launching register included)]
cell and delay [ns]:
dfxtp_1 0.32, nand2_1 0.06, nor2_1 0.03
[final cells by class]
class / instances / share of cell area (%)
Multi-Input combinational cell: 719 / 47.9
Sequential cell: 164 / 31.9
Timing Repair Buffer: 110 / 10.4
Clock buffer: 20 / 4.53
Tap cell: 275 / 3.34
Clock inverter: 11 / 1.46
Inverter: 13 / 0.474
[report_power, final]
| group | internal, mW | switching, mW |
|---|---|---|
| logic | 0.0602 | 0.0598 |
| registers | 0.366 | 0.00829 |
| clock network | 0.221 | 0.140 |
[layer usage]
layer / vias up / global-route usage (%) / part of all wire [%]
met2: 92 / 28.4 / 47
li1: 3586 / - / -
met5: - / 0 / 0
met4: 0 / 1.68 / 0.74
met3: 6 / 2.89 / 3.5
met1: 3133 / 26.3 / 49
[final timing paths]
check / cells past startpoint / slack [ns] / endpoint
setup / recovery: 9 / 12.79 / b_i_reg_extended[61]$_SDFF_PP0_
hold / removal: 2 / 0.46 / current_state[2]$_DFF_P_
setup reg to reg: 12 / 15.11 / product_reg[58]$_SDFFE_PP0P_
hold reg to reg: 2 / 0.46 / current_state[2]$_DFF_P_
Power is estimated from default activity; no workload was simulated.
